File: /design/flow/constraint.sdc
current_design I2C_HDMI_Config

set clk_period 3.0
set clk_io_pct 0.2

create_clock -name clk0 -period $clk_period [get_ports {iCLK}]

set non_clock_inputs [all_inputs -no_clocks]
set_input_delay [expr $clk_period * $clk_io_pct] -clock clk0 $non_clock_inputs
set_output_delay [expr $clk_period * $clk_io_pct] -clock clk0 [all_outputs]
File: /design/flow/config.mk
export PLATFORM = sky130hd
export DESIGN_NAME = I2C_HDMI_Config
export DESIGN_NICKNAME = I2C_HDMI_Config
export VERILOG_FILES = /design/flow/design.v
export SDC_FILE = /design/flow/constraint.sdc
export NUM_CORES = 4
export LEC_CHECK = 1
export CORE_UTILIZATION = 30
File: /design/flow/run.sh
#!/bin/bash
# OpenROAD 26Q1-2900-gdf79404cd8, Yosys 0.63+post, stock flow scripts
make -C /OpenROAD-flow-scripts/flow DESIGN_CONFIG=/design/flow/config.mk WORK_HOME=/design/flow/orfs finish
File: /design/flow/design.v
module I2C_Controller (
    CLOCK,
    I2C_SCLK,    
    I2C_SDAT,    
    I2C_DATA,    
    GO,          
    END,         
    W_R,         
    ACK,         
    RESET,
    SD_COUNTER,
    SDO
  );
  input  CLOCK;
  input  [23:0]I2C_DATA;
  input  GO;
  input  RESET;
  input  W_R;
  inout  I2C_SDAT;
  output I2C_SCLK;
  output END;
  output ACK;
  output [5:0] SD_COUNTER;
  output SDO;
  reg SDO;
  reg SCLK;
  reg END;
  reg [23:0]SD;
  reg [5:0]SD_COUNTER;
  wire I2C_SCLK=SCLK | ( ((SD_COUNTER >= 4) & (SD_COUNTER <=30))? ~CLOCK :1'b0 );
  wire I2C_SDAT=SDO?1'bz:1'b0 ;
  reg ACK1,ACK2,ACK3;
  wire ACK=ACK1 | ACK2 |ACK3;
  always @(negedge RESET or posedge CLOCK )
  begin
    if (!RESET)
      SD_COUNTER=6'b111111;
    else
    begin
      if (GO==0)
        SD_COUNTER=0;
      else
        if (SD_COUNTER < 6'b111111)
          SD_COUNTER=SD_COUNTER+6'd1;
    end
  end
  always @(negedge RESET or  posedge CLOCK )
  begin
    if (!RESET)
    begin
      SCLK=1;
      SDO=1;
      ACK1=0;
      ACK2=0;
      ACK3=0;
      END=1;
    end
    else
    case (SD_COUNTER)
      6'd0  :
      begin
        ACK1=0 ;
        ACK2=0 ;
        ACK3=0 ;
        END=0;
        SDO=1;
        SCLK=1;
      end
      6'd1  :
      begin
        SD=I2C_DATA;
        SDO=0;
      end
      6'd2  : SCLK=0;
      6'd3  : SDO=SD[23];
      6'd4  : SDO=SD[22];
      6'd5  : SDO=SD[21];
      6'd6  : SDO=SD[20];
      6'd7  : SDO=SD[19];
      6'd8  : SDO=SD[18];
      6'd9  : SDO=SD[17];
      6'd10 : SDO=SD[16];
      6'd11 : SDO=1'b1; 
      6'd12  :
      begin
        SDO=SD[15];
        ACK1=I2C_SDAT;
      end
      6'd13  : SDO=SD[14];
      6'd14  : SDO=SD[13];
      6'd15  : SDO=SD[12];
      6'd16  : SDO=SD[11];
      6'd17  : SDO=SD[10];
      6'd18  : SDO=SD[9];
      6'd19  : SDO=SD[8];
      6'd20  : SDO=1'b1; 
      6'd21  :
      begin
        SDO=SD[7];
        ACK2=I2C_SDAT;
      end
      6'd22  : SDO=SD[6];
      6'd23  : SDO=SD[5];
      6'd24  : SDO=SD[4];
      6'd25  : SDO=SD[3];
      6'd26  : SDO=SD[2];
      6'd27  : SDO=SD[1];
      6'd28  : SDO=SD[0];
      6'd29  : SDO=1'b1; 
      6'd30 :
      begin
        SDO=1'b0;
        SCLK=1'b0;
        ACK3=I2C_SDAT;
      end
      6'd31 : SCLK=1'b1;
      6'd32 :
      begin
        SDO=1'b1;
        END=1;
      end
    endcase
  end
endmodule
module I2C_HDMI_Config (
    iCLK,
    iRST_N,
    I2C_SCLK,
    I2C_SDAT,
    HDMI_TX_INT
  );
  input				iCLK;
  input				iRST_N;
  output			I2C_SCLK;
  inout				I2C_SDAT;
  input				HDMI_TX_INT;
  reg	[15:0]	mI2C_CLK_DIV;
  reg	[23:0]	mI2C_DATA;
  reg				mI2C_CTRL_CLK;
  reg				mI2C_GO;
  wire				mI2C_END;
  wire				mI2C_ACK;
  reg	[15:0]	LUT_DATA;
  reg	[5:0]		LUT_INDEX;
  reg	[3:0]		mSetup_ST;
  parameter	CLK_Freq	=	50000000;	 
  parameter	I2C_Freq	=	20000;		 
  parameter	LUT_SIZE	=	36;
  always@(posedge iCLK or negedge iRST_N)
  begin
    if(!iRST_N)
    begin
      mI2C_CTRL_CLK	<=	0;
      mI2C_CLK_DIV	<=	0;
    end
    else
    begin
      if( mI2C_CLK_DIV	< (CLK_Freq/I2C_Freq) )
        mI2C_CLK_DIV	<=	mI2C_CLK_DIV+ 16'd1;
      else
      begin
        mI2C_CLK_DIV	<=	0;
        mI2C_CTRL_CLK	<=	~mI2C_CTRL_CLK;
      end
    end
  end
  I2C_Controller u0	(.CLOCK(mI2C_CTRL_CLK),  
                    .I2C_SCLK(I2C_SCLK),     
                    .I2C_SDAT(I2C_SDAT),     
                    .I2C_DATA(mI2C_DATA),    
                    .GO(mI2C_GO),            
                    .END(mI2C_END),          
                    .ACK(mI2C_ACK),          
                    .RESET(iRST_N));
  always@(posedge mI2C_CTRL_CLK or negedge iRST_N)
  begin
    if(!iRST_N)
    begin
      LUT_INDEX	<=	0;
      mSetup_ST	<=	0;
      mI2C_GO		<=	0;
    end
    else
    begin
      if(LUT_INDEX<LUT_SIZE)
      begin
        case(mSetup_ST)
          0:
          begin
            mI2C_DATA	<=	{8'h72,LUT_DATA};
            mI2C_GO		<=	1;
            mSetup_ST	<=	1;
          end
          1:
          begin
            if(mI2C_END)
            begin
              if(!mI2C_ACK)
                mSetup_ST	<=	2;
              else
                mSetup_ST	<=	0;
              mI2C_GO		<=	0;
            end
          end
          2:
          begin
            LUT_INDEX	<=	LUT_INDEX+6'd1;
            mSetup_ST	<=	0;
          end
        endcase
      end
      else
      begin
        if(!HDMI_TX_INT)
        begin
          LUT_INDEX <= 0;
        end
        else
          LUT_INDEX <= LUT_INDEX;
      end
    end
  end
  always
  begin
    case(LUT_INDEX)
         0:	LUT_DATA      <= 16'h9803;   
         1:	LUT_DATA      <= 16'h0100;   
         2:	LUT_DATA      <= 16'h0218;   
         3:	LUT_DATA      <= 16'h0300;   
         4:	LUT_DATA      <= 16'h1470;   
         5:	LUT_DATA      <= 16'h1520;   
         6:	LUT_DATA      <= 16'h1630;   
         7:	LUT_DATA      <= 16'h1846;   
         8:	LUT_DATA      <= 16'h4080;   
         9:	LUT_DATA      <= 16'h4110;   
        10:	LUT_DATA      <= 16'h49A8;   
        11:	LUT_DATA      <= 16'h5510;   
        12:	LUT_DATA      <= 16'h5608;   
        13:	LUT_DATA      <= 16'h96F6;   
        14:	LUT_DATA      <= 16'h7307;   
        15:	LUT_DATA      <= 16'h761f;   
        16:	LUT_DATA      <= 16'h9803;   
        17:	LUT_DATA      <= 16'h9902;   
        18:	LUT_DATA      <= 16'h9ae0;   
        19:	LUT_DATA      <= 16'h9c30;   
        20:	LUT_DATA      <= 16'h9d61;   
        21:	LUT_DATA      <= 16'ha2a4;   
        22:	LUT_DATA      <= 16'ha3a4;   
        23:	LUT_DATA      <= 16'ha504;   
        24:	LUT_DATA      <= 16'hab40;   
        25:	LUT_DATA      <= 16'haf16;   
        26:	LUT_DATA      <= 16'hba60;   
        27:	LUT_DATA      <= 16'hd1ff;   
        28:	LUT_DATA      <= 16'hde10;   
        29:	LUT_DATA      <= 16'he460;   
        30:	LUT_DATA      <= 16'hfa7c;   
        31:	LUT_DATA      <= 16'he0d0;   
        32:	LUT_DATA      <= 16'hf900;   
        33:	LUT_DATA      <= 16'h0a01;        
        34:	LUT_DATA      <= 16'h0c04;        
        35:	LUT_DATA      <= 16'h0d10;        
        default:LUT_DATA     <= 16'h9803;        
    endcase
  end
endmodule
==> results.py <==
# Physical implementation metrics
metrics = {
    "final_layout": {
        "fillers": 557,
        "drive_gt1_share_pct": 12.50,
        "syn_to_final_growth_pct": 7.840,
        "stdcell_count": 248,
    },
    "critical_path": {
        "cp.required_ps": 2400,
        "crit_arrival_ps": 1640,
        "slowest_stage": "dfrtp_1",
        "cp_top_family": "flip-flops",
        "path_buffers": 1,
        "crit_fanout": 23,
        "critPathKind": "register to output port",
        "path_cells": "nor2_1 > a21o_1 > clkdlybuf4s50_1",
        "worstSetupStartpointType": "register",
        "end_kind": "output port",
        "cp_slowest_stage_delay_ps": 710,
    },
    "timing": {
        "worst_pin_slew_ps": 574.3,
        "hold_violations": 0,
        "unclocked_regs": 18,
        "min_period_ps": 2243,
        "relSlewSlack_pct": 61.71,
        "clock-skew-final_ps": 1.876,
        "maxSlewViolCount": 0,
        "whs_ps": 488.1,
        "untimed_endpoints": 18,
        "rsz0062_at_grt": "no",
        "totalNegativeSetupSlack_ps": 0,
        "clock.fmax_mhz": 445.8,
        "period_used_pct": 74.78,
        "setup_violations": 0,
    },
    "routing": {
        "drtAntennaViolNets": 0,
        "vias_per_cell": 5.117,
        "n_antenna_cell": 0,
        "drc": 0,
        "first_iter_violations": 87,
        "wl_um": 3029,
        "vias": 1269,
        "dr.pass1.iters": 6,
        "routedWlPerCell_um": 12.21,
    },
    "yosys": {
        "syn-cell-area_mm2": 0.001819,
        "top_area_cell": "dfrtp_1",
        "enable_flop_cells": 0,
        "synthCells": 175,
        "async_flop_share_pct": 100.0,
        "synthFlopType": "dfrtp_1",
        "syn_area_per_cell_um2": 10.40,
        "yosys_warnings": 3,
        "synth-adder-area-share_pct": 3.439,
        "yosys.cell_types.count": 46,
        "ys_seq_elements": 35,
        "yosys-stat-cells": 175,
        "synthXorXnorAreaFrac_pct": 1.926,
        "yosys.area_share.aoi_pct": 20.22,
        "simple_gate_area_share_pct": 16.57,
        "top_cell_area_share_pct": 35.76,
        "synthMuxAreaShare_pct": 3.508,
        "synth_seq_share_pct": 48.76,
        "logic_family": "AND-OR/OR-AND gates",
        "ys_top_cells_by_area": "dfrtp_1 36%, dfstp_2 13%, ha_1 3.4%",
        "yosysChipArea_mm2": 0.001819,
    },
    "global_routing": {
        "grt_first_pass_wirelength_um": 5278,
        "grt_antenna_before_repair": 0,
        "grt_overflow": 0,
        "grt_util_all_layers_pct": 10.18,
        "grt_pass1_vias": 1151,
        "grt_max_degree": 36,
    },
    "place": {
        "io_buffers": 3,
        "placedCellCount": 244,
        "gp_congestion": 0.7655,
        "place_hpwl_um": 2079,
    },
    "floorplanning": {
        "row_count": 27,
        "io_pins": 5,
        "core_area_mm2": 0.005675,
        "floorplan.die.height_um": 79.87,
        "dieArea_mm2": 0.006379,
        "die_w_um": 79.87,
        "initial_utilization_pct": 32.05,
    },
    "pwr": {
        "pwr-share-comb_pct": 6.1,
        "p_sw_share_pct": 21.77,
        "p_int_uw": 474.6,
        "powerDensity_mw_per_mm2": 309.2,
        "seq_power_share_pct": 66.9,
        "ir_worst_vdd_mv": 0.1393,
        "p_sw_uw": 132.0,
        "clockPowerShare_pct": 27.0,
        "p_leak_uw": 0.0007614,
    },
    "clock_network": {
        "cts.hold.buffers_added": 0,
        "clkLatencyLatePin_ps": 240,
        "cts_tree": "built",
        "post_cts_resize_count": 0,
        "cts_setup_buffers": 0,
        "cts_buffers": 3,
        "ctsLongestPathBuffers": 2,
        "cts_max_level": 1,
        "clk_pin_slew_worst_paths_ps": 60,
        "cts_root_buf": "clkbuf_8",
    },
    "flow_run": {
        "maxCapViolCount": 0,
        "warnings": 27,
    },
    "worst_hold_path": {
        "hold_path_class": "register to register",
    },
    "outcome": {
        "status": "complete, no violations",
    },
}
[layout make-up]
cell class,instances,area (um2),area share [%]
flip-flops and latches,35,887.1,45.22
multi-input cells,120,849.6,43.30
well taps,72,90.09,4.592
clock buffers,4,45.04,2.296
repair buffers,5,45.04,2.296
inverters,12,45.04,2.296
[kinds of logic (layout without fill, tap and decap cells)]
| group | Yosys count | in the layout |
|---|---|---|
| other cells | 1 | 5 |
| buf+inv | 24 | 21 |
| flops | 35 | 35 |
| simple gates | 55 | 55 |
| xor+xnor | 4 | 4 |
| mux | 6 | 6 |
| compound gates | 45 | 45 |
| fa+ha+maj | 5 | 5 |
[final timing paths]
kind,start,to,slack [ps],cells past startpoint
hold reg to reg,mI2C_CLK_DIV[0]$_DFF_PN0_,mI2C_CLK_DIV[0]$_DFF_PN0_,490,1
max in group asynchronous,iRST_N,mI2C_CLK_DIV[15]$_DFF_PN0_,1920,2
hold / removal,mI2C_CLK_DIV[0]$_DFF_PN0_,mI2C_CLK_DIV[0]$_DFF_PN0_,490,1
min in group asynchronous,iRST_N,mI2C_CLK_DIV[9]$_DFF_PN0_,780,2
setup reg to reg,mI2C_CLK_DIV[2]$_DFF_PN0_,mI2C_CLK_DIV[10]$_DFF_PN0_,1260,3
setup / recovery,mI2C_CTRL_CLK$_DFFE_PN0N_,I2C_SCLK,760,3
[stage by stage]
stage / setup WS (ps) / utilization [%] / cell area, um2 / power (uW)
6_report: 756.7 / 34.57 / 1962 / 606.6
2_1_floorplan: 1523 / - / 1834 / 421.5
3_5_place_dp: 973.0 / 33.77 / 1917 / 452.2
3_3_place_gp: 985.3 / 33.77 / 1917 / 450.7
4_1_cts: 706.1 / 34.57 / 1962 / 618.2
5_1_grt: 616.8 / 34.57 / 1962 / 641.9
[cell usage after synthesis, drive strengths merged, types with 2 or more instances]
cell type	count
xor2	3
o21a	2
mux2	3
buf	4
and3	2
a21o	3
nor2	3
or4	5
nand4	4
mux2i	3
nand2	14
a31oi	2
a211oi	6
dfrtp	26
a221oi	6
nand3	10
nor3	3
nor3b	4
dfstp	9
inv	12
clkbuf	8
nor4	4
a21oi	4
ha	5
o21ai	8
o31ai	5
or3	2
[power by group through the flow]
stage         Combinational (uW)  Sequential (uW)  Clock, uW
global route                44.3              415        183
CTS                         38.4              409        171
finish                      36.9              406        164
[per-layer routing]
metal  vias up  part of all wire (%)  wire (um)  global-route usage, %
li1        648                     -          -                      -
met1       604                    53       1614                  17.09
met2        15                    45       1348                  15.38
met3         2                   1.7         53                 0.4640
met4         0                  0.40         12                 0.8929
met5         -                     0          0                      0
[state kept, by name, indices dropped and copies added, names as in the netlist, named ones only]
signal / cells
u0.END: 1
mI2C_CTRL_CLK: 1
u0.SD_COUNTER: 6
mI2C_GO: 1
LUT_INDEX: 6
mSetup_ST: 2
mI2C_CLK_DIV: 16
u0.SCLK: 1
[cell usage in the layout, fill, tap and decap left out, types with 5 or more instances in the layout]
cell	netlist	final
o21ai_0	7	7
a211oi_1	6	6
nand2_1	14	14
conb_1	1	5
dfrtp_1	26	26
or4_1	5	5
dfstp_2	9	9
nand3_1	10	10
inv_1	12	12
ha_1	5	5
No activity file was given, so power comes from the tool's default toggle rates.
