==> design/flow/design.v <==
module ps2_mouse
(
   input wire   clk,            
   input wire   reset,                
   input wire ps2mdat_i,         
   input wire ps2mclk_i,         
   output wire  ps2mdat_o,         
   output wire  ps2mclk_o,         
   input wire [2:0] control_i,     
  output  reg [7:0]zcount,   
   output   reg [7:0]ycount,   
   output   reg [7:0]xcount,   
   output   reg mleft,         
   output   reg mthird,     
   output   reg mright      
);
reg           mclkout;
wire          mdatout;
reg  [ 2-1:0] mdatr;
reg  [ 3-1:0] mclkr;
reg  [11-1:0] mreceive;
reg  [12-1:0] msend;
reg  [16-1:0] mtimer;
reg  [ 3-1:0] mstate;
reg  [ 3-1:0] mnext;
reg           mreverse;
reg  [1:0]    mdpi;
reg  [7:0]    xydelta;
reg  [2:0]    mbutton;
wire          mclkneg;
reg           mrreset;
wire          mrready;
reg           msreset;
wire          msready;
reg           mtreset;
wire          mtready;
wire          mthalf;
reg  [ 3-1:0] mpacket;
reg           intellimouse=0;
wire          mcmd_done;
reg  [ 4-1:0] mcmd_cnt=1;
reg           mcmd_inc=0;
reg  [12-1:0] mcmd;
assign ps2mdat_o = mdatout;
assign ps2mclk_o = mclkout;
always @ (posedge clk) begin
  mdatr[1:0] <= #1 {mdatr[0],   ps2mdat_i};
  mclkr[2:0] <= #1 {mclkr[1:0], ps2mclk_i};
end
assign mclkneg = mclkr[2] & !mclkr[1];
always @ (posedge clk) begin
  if (mrreset)
    mreceive[10:0] <= #1 11'b11111111111;
  else if (mclkneg)
    mreceive[10:0] <= #1 {mdatr[1],mreceive[10:1]};
end
assign mrready = !mreceive[0];
always @ (posedge clk) begin
  if (reset)
    mcmd_cnt <= #1 4'd0;
  else if (mcmd_inc && !mcmd_done)
    mcmd_cnt <= #1 mcmd_cnt + 4'd1;
end
assign mcmd_done = (mcmd_cnt == 4'd9);
always @ (*) begin
  case (mcmd_cnt)
    4'h0    : mcmd = {1'b1, 1'b1, 1'b1,  8'hff, 1'b0};  
    4'h1    : mcmd = {1'b1, 1'b1, 1'b1,  8'hf3, 1'b0};  
    4'h2    : mcmd = {1'b1, 1'b1, 1'b0,  8'hc8, 1'b0};  
    4'h3    : mcmd = {1'b1, 1'b1, 1'b1,  8'hf3, 1'b0};  
    4'h4    : mcmd = {1'b1, 1'b1, 1'b0,  8'h64, 1'b0};  
    4'h5    : mcmd = {1'b1, 1'b1, 1'b1,  8'hf3, 1'b0};  
    4'h6    : mcmd = {1'b1, 1'b1, 1'b1,  8'h50, 1'b0};  
    4'h7    : mcmd = {1'b1, 1'b1, 1'b0,  8'hf2, 1'b0};  
    4'h8    : mcmd = {1'b1, 1'b1, 1'b0,  8'hf4, 1'b0};  
    default : mcmd = {1'b1, 1'b1, 1'b0,  8'hf4, 1'b0};  
  endcase
end
always @ (posedge clk) begin
  if (msreset)
    msend[11:0] <= #1 mcmd;
  else if (!msready && mclkneg)
    msend[11:0] <= #1 {1'b0,msend[11:1]};
end
assign msready = (msend[11:0]==12'b000000000001);
assign mdatout = msend[0];
always @(posedge clk) begin
  if (mtreset)
    mtimer[15:0] <= #1 16'h0000;
  else
    mtimer[15:0] <= #1 mtimer[15:0] + 16'd1;
end
assign mtready = (mtimer[15:0]==16'hffff);
assign mthalf = mtimer[11];
always @ (posedge clk) begin
  mreverse <= #1 control_i[2];
  mdpi <= #1 control_i[1:0];
end
always @ (*) begin
  case(mdpi)
    2'b00   : xydelta = {mreceive[7:1],1'b0};
    2'b01   : xydelta = mreceive[8:1];
    2'b10   : xydelta = {mreceive[8],mreceive[8:2]};
    default : xydelta = {mreceive[8],mreceive[8],mreceive[8:3]};
  endcase
end
always @ (*) begin
  if (mreverse)
    mbutton = {mreceive[3],mreceive[1],mreceive[2]};
  else
    mbutton = {mreceive[3],mreceive[2],mreceive[1]};
end
always @ (posedge clk) begin
  if (reset) begin
    {mthird,mright,mleft} <= #1 3'b000;
    xcount[7:0] <= #1 8'h00;
    ycount[7:0] <= #1 8'h00;
    zcount[7:0] <= #1 8'h00;
  end else begin
    if (mpacket == 3'd1)  
        {mthird,mright,mleft} <= #1 mbutton;
    else if (mpacket == 3'd2)  
      xcount[7:0] <= #1 xcount[7:0] + xydelta;
    else if (mpacket == 3'd3)  
      ycount[7:0] <= #1 ycount[7:0] + xydelta;
    else if (mpacket == 3'd4)  
      zcount[7:0] <= #1 zcount[7:0] + {{4{mreceive[4]}}, mreceive[4:1]};
  end
end
always @ (posedge clk) begin
  if (reset)
    intellimouse <= #1 1'b0;
  else if ((mpacket==3'd5) && (mreceive[2:1] == 2'b11))
    intellimouse <= #1 1'b1;
end
always @ (posedge clk) begin
  if (reset || mtready)
    mstate <= #1 0;
  else
    mstate <= #1 mnext;
end
always @ (*) begin
  mclkout  = 1'b1;
  mtreset  = 1'b1;
  mrreset  = 1'b0;
  msreset  = 1'b0;
  mpacket  = 3'd0;
  mcmd_inc = 1'b0;
  case(mstate)
    0 : begin
      mtreset=1;
      mnext=1;
    end
    1 : begin
      mclkout=0;
      mtreset=0;
      msreset=1;
      if (mthalf) begin
        mnext=2;
      end else begin
        mnext=1;
      end
    end
    2 : begin
      mrreset=1;
      mtreset=0;
      if (msready) begin
        mcmd_inc = 1;
        case (mcmd_cnt)
          0 : mnext = 4;
          1 : mnext = 6;
          2 : mnext = 6;
          3 : mnext = 6;
          4 : mnext = 6;
          5 : mnext = 6;
          6 : mnext = 6;
          7 : mnext = 5;
          8 : mnext = 6;
          default : mnext = 6;
        endcase
      end else begin
        mnext=2;
      end
    end
    3 : begin
      mtreset=1;
      if (mrready) begin
        mpacket=1;
        mrreset=1;
        mnext=4;
      end else begin
        mnext=3;
      end
    end
    4 : begin
      mtreset=1;
      if (mrready) begin
        mpacket=2;
        mrreset=1;
        mnext=5;
      end else begin
        mnext=4;
      end
    end
    5 : begin
      mtreset=1;
      if (mrready) begin
        mpacket=3;
        mrreset=1;
        mnext = (intellimouse || !mcmd_done) ? 6 : 3;
      end else begin
        mnext=5;
      end
    end
    6 : begin
      mtreset=1;
      if (mrready) begin
        mpacket = (mcmd_cnt == 8) ? 5 : 4;
        mrreset=1;
        mnext = !mcmd_done ? 0 : 3;
      end else begin
        mnext=6;
      end
    end
    default : begin
      mclkout=1'bx;
      mrreset=1'bx;
      mtreset=1'bx;
      msreset=1'bx;
      mpacket=3'bxxx;
      mnext=0;
    end
  endcase
end
endmodule
==> design/flow/run.sh <==
#!/bin/bash
# OpenROAD 26Q1-2900-gdf79404cd8, Yosys 0.63+post, stock flow scripts
make -C /OpenROAD-flow-scripts/flow DESIGN_CONFIG=/design/flow/config.mk WORK_HOME=/design/flow/orfs finish
==> design/flow/config.mk <==
export PLATFORM = sky130hd
export DESIGN_NAME = ps2_mouse
export DESIGN_NICKNAME = ps2_mouse
export VERILOG_FILES = /design/flow/design.v
export SDC_FILE = /design/flow/constraint.sdc
export NUM_CORES = 4
export LEC_CHECK = 1
export CORE_UTILIZATION = 50
==> design/flow/constraint.sdc <==
current_design ps2_mouse

set clk_period 6.5
set clk_io_pct 0.2

create_clock -name clk0 -period $clk_period [get_ports {clk}]

set non_clock_inputs [all_inputs -no_clocks]
set_input_delay [expr $clk_period * $clk_io_pct] -clock clk0 $non_clock_inputs
set_output_delay [expr $clk_period * $clk_io_pct] -clock clk0 [all_outputs]
==> CHANGELOG.md <==
### Implementation results

- Syn avg cell area: 8.62 um2
- Critical R2R Capture: ycount[7]$_SDFFE_PP0P_
- WL final: 8.58 mm
- Cell Pwr Density: 221 nW/um2
- Main synth FF type: dfxtp_1
- Via count: 3464
- Iter 0 DRT Violations: 102
- Slew Limit Fails: 0
- GR Util All Layers: 0.206
- Worst-Margin Slew: 0.853 ns
- Place WS: 3.44 ns
- Startpoint Class: flop
- Final Skew: 0.00958 ns
- Post-synth EDFFs: 12
- Flops after synth: 82
- # resized after CTS: 0
- Clk slew on worst S/H paths: 0.08 ns
- Vias in the first global route: 2982
- Max stage delay cell, worst path: dfxtp_1
- Worst Path Required: 5.20 ns
- CTS Hold Bufs: 0
- DRC errors left: 0
- Final setup margin: 3.05 ns
- Final total power: 1.10 mW
- Post-synth top area share: 0.323
- Initial antenna violation count: 0
- Core ar.: 8300 um2
- Critical path cell sequence: xnor2_1, nand2_1, clkdlybuf4s50_1
- Worst VDD drop: 0.000153 V
- Site Rows: 33
- Min Tclk post-route: 3.45 ns
- Worst min path class: flop to flop
- Initial Util: 0.523
- I/O Buffers: 35
- H-tree levels: 3
- Crit Path Category: flop to primary output
- Syn. warnings: 1
- CTS root buf: clkbuf_8
- CP peak stage delay: 0.61 ns
- Clock buffer depth: 2
- Top logic family: simple AND/OR/NAND/NOR gates
- Detail Route Antenna Nets: 0
- Setup repair after global routing missed its margin: no
- Period utilization: 0.532
- Reg2reg start: mdpi[0]$_DFF_P_
- R2R setup slack: 3.62 ns
- Post-synth ARST share: 0
- Combinational Area: 2430 um2
- Xor+xnor area frac: 0.0485
- Outcome: complete, no violations
- Postcts setup bufs: 0
- Multiplexer share: 0.0502
- Layout cells sized above 1: 0.0447
- Antenna diodes: 0
- Die Height: 95.1 um
- GPL Wtd Cong: 0.881
- Synth cell types: 48
- Final setup vio count: 0
- First-pass GRT wire length: 14.2 mm
- Die X: 95.1 um
- Final Util: 0.601
- Filler cells: 696
- OpenROAD warnings: 31
- Crit. End Element: primary output
- Yosys Chip Area: 4340 um2
- Post-Synth Simple-Gate Area: 0.232
- R2R cell count: 9
- Adder Area Share: 0.0975
- Post-detail-place hpwl: 6.32 mm
- Area growth, synth to finish: 14.9%
- Post-synth top area cell: dfxtp_1
- Syn Std Cell Area: 4340 um2
- Die ar.: 9050 um2
- Fin Setup TNS: 0 ns
- Final tally of hold violations: 0
- TritonRoute pass-1 iters: 4
- Synth Instances: 503
- Maxcap violations: 0
- Biggest area cells: dfxtp_1 32%, ha_1 8.4%, edfxtp_1 8.3%, nand2_1 6.2%, nor2_1 4.3%
- Stages on the worst setup path: 3
- Top Family by Delay on Critical Path: flip-flops
- Remaining global-route overflow: 0
- Via density per instance: 5.40
- Lkg Pwr: 1.98 nW
- Critical path launch point: mstate[2]$_SDFF_PP0_
- Aoi share: 0.133
- # Cells Yosys: 503
- CTS tree: built
- Reg area: 1760 um2
- Worst Path Arrival: 2.15 ns
- Clk Latency, worst-skew pair: 0.35 ns
- Largest net degree at the start of global routing: 39
- Worst Path Max Fanout: 20
- Register area share after synthesis: 0.406
- Fmax: 0.289 GHz
- Total CTS buffers: 9
- Clock Sinks: 82
- CP endpoint: ps2mclk_o
- Drt wl/cell: 13.4 um
- Slew HR: 0.429
- Boundary Pins: 36
- Buf/Inv on CP: 1
[cell families after synthesis]
kind of cell | Yosys count
adders and majority gates | 32
DFF | 82
buffers and inverters | 37
AOI/OAI and AO/OA | 94
and+or+nand+nor | 213
muxes | 21
xor gates and xnor gates | 24
[state kept, by name, indices dropped and copies added, names as in the netlist, 3 cells and up]
register	flops
mstate	3
xcount	8
zcount	8
mclkr	3
msend	12
mcmd_cnt	4
mtimer	16
ycount	8
mreceive	11
[worst min path at each step]
stage	cells after the start	to	from	slack, ns
final	0	mdatr[1]$_DFF_P_	mdatr[0]$_DFF_P_	0.33
after global routing	0	mdatr[1]$_DFF_P_	mdatr[0]$_DFF_P_	0.34
after CTS	0	mdatr[1]$_DFF_P_	mdatr[0]$_DFF_P_	0.34
[layout make-up]
| type | instances | area share |
|---|---|---|
| Timing Repair Buffer | 38 | 0.0748 |
| Inverter | 17 | 0.0128 |
| Clock inverter | 7 | 0.0198 |
| Clock buffer | 9 | 0.0248 |
| Sequential cell | 82 | 0.353 |
| Multi-Input combinational cell | 384 | 0.488 |
| Tap cell | 105 | 0.0264 |
[metrics by stage]
| step | cells | area, um2 | hold WS, ns |
|---|---|---|---|
| floorplan | 503 | 4340 | 0.310 |
| global placement | 626 | 4760 | 0.312 |
| detailed placement | 626 | 4760 | 0.318 |
| CTS | 642 | 4980 | 0.337 |
| global route | 642 | 4980 | 0.341 |
| finish | 642 | 4980 | 0.333 |
[Yosys cell counts (3+ instances only)]
cell type	count
nand2_1	72
dfxtp_1	70
nor2_1	50
a21oi_1	34
nand3_1	32
ha_1	29
o21ai_0	18
inv_1	16
clkbuf_1	15
mux2i_1	15
xor2_1	15
nor2b_1	13
edfxtp_1	12
xnor2_1	9
a31oi_1	8
nand4_1	8
o211ai_1	8
a211oi_1	6
nand2b_1	6
nor3_1	6
o31ai_1	6
or4_1	5
and3_1	4
buf_2	4
mux2_2	4
o21a_1	4
fa_1	3
nor4b_1	3
or3_1	3
[power by group]
part           switching, mW  internal [mW]
sequential            0.0287          0.537
combinational         0.0727         0.0543
clock                  0.190          0.219
total                  0.291          0.810
[worst register-to-register path, stage by stage (launching register included)]
cell	delay, ns
dfxtp_1	0.58
mux2_2	0.40
nand2_1	0.07
o21ai_0	0.24
ha_1	0.29
a21oi_1	0.17
a21oi_1	0.12
or4_1	0.50
nand2_1	0.11
mux2_1	0.31
[placed cells by master (no fill, tap or decap), types with 5 or more instances in the layout]
cell type        count
nand2b_1             6
a21oi_1             34
xnor2_1              9
nand4_1              8
inv_1               16
o211ai_1             8
ha_1                29
a211oi_1             6
nand2_1             72
nor2_1              50
mux2i_1             15
a31oi_1              8
o31ai_1              6
clkbuf_8             9
nor3_1               6
nor2b_1             13
dfxtp_1             70
nand3_1             32
o21ai_0             18
or4_1                5
clkdlybuf4s50_1     35
edfxtp_1            12
xor2_1              15
[per-layer routing]
| layer | routed length [um] | global-route usage |
|---|---|---|
| met5 | 0 | 0 |
| met4 | 87 | 0.0189 |
| met3 | 280 | 0.0357 |
| met2 | 3990 | 0.327 |
| met1 | 4210 | 0.314 |
No activity file was given, so power comes from the tool's default toggle rates.
