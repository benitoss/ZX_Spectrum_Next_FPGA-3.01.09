--- /design/flow/run.sh ---
#!/bin/bash
# OpenROAD 26Q1-2900-gdf79404cd8, Yosys 0.63+post, stock flow scripts
make -C /OpenROAD-flow-scripts/flow DESIGN_CONFIG=/design/flow/config.mk WORK_HOME=/design/flow/orfs finish
--- /design/flow/config.mk ---
export PLATFORM = sky130hd
export DESIGN_NAME = hdmidataencoder
export DESIGN_NICKNAME = hdmidataencoder
export VERILOG_FILES = /design/flow/design.v
export SDC_FILE = /design/flow/constraint.sdc
export NUM_CORES = 4
export LEC_CHECK = 1
export CORE_AREA = 10 10 98 98
export DIE_AREA = 0 0 108 108
--- /design/flow/constraint.sdc ---
current_design hdmidataencoder

set clk_period 2.3
set clk_io_pct 0.2

create_clock -name clk0 -period $clk_period [get_ports {i_pixclk}]

set non_clock_inputs [all_inputs -no_clocks]
set_input_delay [expr $clk_period * $clk_io_pct] -clock clk0 $non_clock_inputs
set_output_delay [expr $clk_period * $clk_io_pct] -clock clk0 [all_outputs]
--- /design/flow/design.v ---
module hdmidataencoder 
#(parameter FREQ=27000000, FS=48000, CTS=27000, N=6144) 
(
   input          i_pixclk,
   input          i_hSync,
   input          i_vSync,
   input          i_blank,
   input i_audio_enable,
   input [15:0]   i_audioL,
   input [15:0]   i_audioR,   
   output [3:0]   o_d0,
   output [3:0]   o_d1,
   output [3:0]   o_d2,
   output         o_data
);
localparam [191:0] channelStatus = (FS == 48000)?192'hc202004004:(FS == 44100)?192'hc200004004:192'hc203004004;
localparam [55:0] audioRegenPacket = {N[7:0], N[15:8], 8'h00, CTS[7:0], CTS[15:8], 16'h0000};
reg [23:0] audioPacketHeader;
reg [55:0] audioSubPacket[3:0];
reg [7:0] channelStatusIdx;
reg [16:0] audioTimer;
reg [16:0] ctsTimer;
reg [1:0] samplesHead;
reg [3:0] dataChannel0;
reg [3:0] dataChannel1;
reg [3:0] dataChannel2;
reg [23:0] packetHeader;
reg [55:0] subpacket[3:0];
reg [7:0] bchHdr;
reg [7:0] bchCode [3:0];
reg [4:0] dataOffset;
reg tercData;
reg [15:0] audioRAvg;
reg [15:0] audioLAvg;
reg [15:0] counterX;
reg firstHSyncChange;
reg oddLine;
reg prevHSync;
reg prevBlank;
reg allowGeneration;
initial
begin
   audioPacketHeader<=0;
   audioSubPacket[0]<=0;
   audioSubPacket[1]<=0;
   audioSubPacket[2]<=0;
   audioSubPacket[3]<=0;
   channelStatusIdx<=0;
   audioTimer<=0;
   samplesHead<=0;
   ctsTimer = 0;
   dataChannel0<=0;
   dataChannel1<=0;
   dataChannel2<=0;
   packetHeader<=0;
   subpacket[0]<=0;
   subpacket[1]<=0;
   subpacket[2]<=0;
   subpacket[3]<=0;
   bchHdr<=0;
   bchCode[0]<=0;
   bchCode[1]<=0;
   bchCode[2]<=0;
   bchCode[3]<=0;
   dataOffset<=0;
   tercData<=0;
   oddLine<=0;
   counterX<=0;
   prevHSync = 0;
   prevBlank = 0;
   firstHSyncChange = 0;
   allowGeneration = 0;
   audioRAvg = 0;
   audioLAvg = 0;
end
function [7:0] ECCcode;  
   input [7:0] code;
   input bita;
   input passthroughData;
   begin
      ECCcode = (code<<1) ^ (((code[7]^bita) && passthroughData)?(1+(1<<6)+(1<<7)):0);
   end
endfunction
task ECCu;
   output outbit;
   inout [7:0] code;
   input bita;
   input passthroughData;
   begin
      outbit <= passthroughData?bita:code[7];
      code <= ECCcode(code, bita, passthroughData);
   end
endtask
task ECC2u;
   output outbita;
   output outbitb;
   inout [7:0] code;
   input bita;
   input bitb;
   input passthroughData;
   begin
      outbita <= passthroughData?bita:code[7];
      outbitb <= passthroughData?bitb:(code[6]^(((code[7]^bita) && passthroughData)?1'b1:1'b0));
      code <= ECCcode(ECCcode(code, bita, passthroughData), bitb, passthroughData);
   end
endtask
task SendPacket;
   inout [32:0] pckHeader;
   inout [55:0] pckData0;
   inout [55:0] pckData1;
   inout [55:0] pckData2;
   inout [55:0] pckData3;
   input firstPacket;
begin
   dataChannel0[0]<=i_hSync;
   dataChannel0[1]<=i_vSync;
   dataChannel0[3]<=(!firstPacket || dataOffset)?1'b1:1'b0;
   ECCu(dataChannel0[2], bchHdr, pckHeader[0], dataOffset<24?1'b1:1'b0);
   ECC2u(dataChannel1[0], dataChannel2[0], bchCode[0], pckData0[0], pckData0[1], dataOffset<28?1'b1:1'b0);
   ECC2u(dataChannel1[1], dataChannel2[1], bchCode[1], pckData1[0], pckData1[1], dataOffset<28?1'b1:1'b0);
   ECC2u(dataChannel1[2], dataChannel2[2], bchCode[2], pckData2[0], pckData2[1], dataOffset<28?1'b1:1'b0);
   ECC2u(dataChannel1[3], dataChannel2[3], bchCode[3], pckData3[0], pckData3[1], dataOffset<28?1'b1:1'b0);
   pckHeader<=pckHeader[23:1];
   pckData0<=pckData0[55:2];
   pckData1<=pckData1[55:2];
   pckData2<=pckData2[55:2];
   pckData3<=pckData3[55:2];
   dataOffset<=dataOffset+5'b1;
end
endtask
task InfoGen;
   inout [16:0] _timer;
begin
   if (_timer >= CTS) begin
      packetHeader<=24'h000001;   
      subpacket[0]<=audioRegenPacket;
      subpacket[1]<=audioRegenPacket;
      subpacket[2]<=audioRegenPacket;
      subpacket[3]<=audioRegenPacket;
      _timer <= _timer - CTS + 1;
   end else begin
      if (!oddLine) begin
         packetHeader<=24'h0D0282;   
         subpacket[0]<=56'h00000000191046;
         subpacket[1]<=56'h00000000000000;
      end else begin
         packetHeader<=24'h0A0184;   
         subpacket[0]<=56'h00000000001160;
         subpacket[1]<=56'h00000000000000;
      end
      subpacket[2]<=56'h00000000000000;
      subpacket[3]<=56'h00000000000000;
   end         
end
endtask
task AproximateAudio;
begin
   audioLAvg <= i_audioL;
   audioRAvg <= i_audioR;
end
endtask
task AudioGen;
begin
   if (!( allowGeneration && counterX >= 32 && counterX < 64)) begin
      if (audioTimer>=FREQ/1000) begin
         audioTimer<=audioTimer-FREQ/1000+FS/1000;
         audioPacketHeader<=audioPacketHeader|24'h000002|((channelStatusIdx==0?24'h100100:24'h000100)<<samplesHead);
         audioSubPacket[samplesHead]<=((audioLAvg<<8)|(audioRAvg<<32)
                        |((^audioLAvg)?56'h08000000000000:56'h0)   
                        |((^audioRAvg)?56'h80000000000000:56'h0))  
                        ^(channelStatus[channelStatusIdx]?56'hCC000000000000:56'h0);  
         if (channelStatusIdx<191)
            channelStatusIdx<=channelStatusIdx+8'd1;
         else
            channelStatusIdx<=0;
         samplesHead<=samplesHead+2'd1;
      end else begin
         audioTimer<=audioTimer+FS/1000;
         AproximateAudio();
      end
   end else begin
      audioTimer<=audioTimer+FS/1000;
      AproximateAudio();      
      samplesHead<=0;
   end
end
endtask
task SendPackets;
   inout dataEnable;
begin
   if (counterX<32) begin
      dataEnable<=1;
      SendPacket(packetHeader, subpacket[0], subpacket[1], subpacket[2], subpacket[3], 1);
   end else if (counterX<64)  begin
      SendPacket(audioPacketHeader, audioSubPacket[0], audioSubPacket[1], audioSubPacket[2], audioSubPacket[3], 0);
   end else begin
      dataEnable<=0;
   end
end
endtask
always @(posedge i_pixclk)
begin
   AudioGen();
   if(allowGeneration & i_audio_enable) begin
      SendPackets(tercData);
   end else begin
      tercData<=0;
   end   
   ctsTimer <= ctsTimer + 1;  
   if((prevBlank == 0) && (i_blank == 1)) 
      firstHSyncChange <= 1;
   if((prevBlank == 1) && (i_blank == 0)) 
      allowGeneration <= 0;
   if(prevHSync != i_hSync) begin
      if(firstHSyncChange) begin
         InfoGen(ctsTimer);
         oddLine <= ! oddLine;
         counterX  <= 0;
         allowGeneration <= 1;
      end else begin
         counterX  <= counterX + 1; 
      end
      firstHSyncChange <= !firstHSyncChange;
   end else 
      counterX  <= counterX + 1; 
   prevBlank <= i_blank;
   prevHSync <= i_hSync;
end
assign o_d0 = dataChannel0;
assign o_d1 = dataChannel1;
assign o_d2 = dataChannel2;
assign o_data = tercData;
endmodule
==> impl_metrics.json <==
{
  "max_rail_drop_vdd_mv": 0.219,
  "areaGrowthSynthToFinish_pct": 18.1,
  "stage_log_warnings": 58,
  "power_consumption_w": 0.00111,
  "rsz0062_at_grt": "no",
  "ys_seq_elements": 28,
  "fin_util": 0.199,
  "clock_sink_count": 28,
  "final_layout_size_suffix_gt1_frac": 0.113,
  "yosys-stat-cells": 123,
  "dp_hpwl_mm": 1.48,
  "finClkSkew_ns": 0.00329,
  "achievable-frequency_ghz": 0.612,
  "hold-worst-slack_ns": 0.478,
  "syn_area_um2": 1290,
  "worst_ep_required_time_ns": 2.48,
  "postCtsSetupBuffers": 0,
  "initial_antenna_violation_count": 0,
  "tns_ns": 0,
  "detail_route.iter0.violations": 70,
  "path_max_fanout": 9,
  "max_cap_violations": 0,
  "floorplan.initialDensity": 0.168,
  "die_h_um": 108,
  "port_buffers": 7,
  "synth.area.top_cells": "dfxtp_1 (30%), edfxtp_1 (21%), xnor2_1 (6.8%), buf_4 (5.8%), nor2_1 (5.0%)",
  "post_route_drc": 0,
  "dr_total_vias": 784,
  "post_cts_resized": 0,
  "power.density_nw_per_um2": 731,
  "routedWlPerCell_um": 8.58,
  "core.rowCount": 32,
  "crit_type": "in -> reg",
  "area_of_the_synthesized_netlist_per_yosys_stat_um2": 1290,
  "setup_viol_count_final": 0,
  "finalCriticalPeriod_ns": 1.64,
  "placedCellCount": 231,
  "clock.latency.late_pin_ns": 0.27,
  "grt_start_max_net_pins": 17,
  "hp-class": "reg -> reg",
  "cts_hold_repair.buffers": 0,
  "cts_tree": "built",
  "synth.distinct_cells": 27,
  "postSynthAreaPerCell_um2": 10.5,
  "mostFrequentLayoutCells": "dfxtp_1 (19), nor2_1 (17), xnor2_1 (10), conb_1 (10)",
  "syn_inst": 123,
  "yosys.area.top_type": "dfxtp_1",
  "top_level_ports": 50,
  "synth.top_cell.area_share": 0.295,
  "hold_viol_final": 0,
  "cts.htree.levels": 1,
  "n_antenna_cell": 0,
  "cellLeakagePower_nw": 0.545,
  "core_area_um2": 7650,
  "yosysWarningCount": 22,
  "grt_pass1_wl_mm": 3.51,
  "cts-root-to-sink-buffers": 2,
  "timing.final.max_slew_violations": 0,
  "run_status": "completed",
  "place_congestion": 0.805,
  "cts_inserted_buffers": 3,
  "grt-ovfl-total": 0,
  "setup.worst_path.end_class": "flop",
  "antenna_violating_nets_post_route": 0,
  "final.period_utilization": 0.711,
  "cts-root-buf": "clkbuf_8",
  "first_global_vias": 799,
  "routed_via_density": 3.34,
  "reg2reg_slack_ns": 0.68,
  "postSynthSeqShare": 0.505,
  "drt_total_wl_mm": 2.02,
  "groute.usage.overall": 0.0346,
  "die_area_um2": 11700,
  "dieWidth_um": 108,
  "cp.arrival_ns": 1.81,
  "worst_setup_path_start_kind": "primary input",
  "final-instance-count-excl-fill": 235,
  "clkSlewWorstSetupHoldPaths_ns": 0.10,
  "first_pass_iters": 4,
  "lay_top_count": "dfxtp_1"
}
==> path summary, 6_finish.rpt <==
check                                startpoint         endpoint  depth (start not counted)
worst max-delay path                    i_hSync      counterX[8]                          5
worst min-delay path            allowGeneration  allowGeneration                          2
worst max register to register    dataOffset[0]  dataChannel0[3]                          4
worst min register to register  allowGeneration  allowGeneration                          2
==> power by group <==
| group | internal [W] | switching, W | total [W] | leakage [nW] |
|---|---|---|---|---|
| logic | 0.0000563 | 0.0000529 | 0.000109 | 0.272 |
| clock network | 0.000233 | 0.000156 | 0.000389 | 0.0357 |
| registers | 0.000565 | 0.0000484 | 0.000614 | 0.238 |
==> through the flow <==
step / instance area, µm² / setup WS (ns)
finish: 1520 / 0.665
global placement: 1450 / 0.357
CTS: 1520 / 0.647
global route: 1520 / 0.513
floorplan: 1320 / 0.752
detailed placement: 1450 / 0.364
==> worst max-delay path: stages <==
cell and delay [ns]:
clkdlybuf4s50_1 0.50, xor2_1 0.20, and2_1 0.34, buf_4 0.24, nor2_1 0.07
==> state kept, by name (all words and copies together), names as in the netlist <==
register / flops
prevHSync: 1
counterX: 16
prevBlank: 1
dataOffset: 5
firstHSyncChange: 1
allowGeneration: 1
dataChannel0: 3
==> Yosys cell counts <==
library cell	number
a211oi_1	1
nand3_1	9
ha_1	3
a31o_1	1
nand4_4	2
nor4_1	2
and3_2	1
o21ai_0	1
a21o_1	1
nor2_1	17
or3_1	1
nand4_1	2
inv_1	6
nor4_2	3
nand2_1	6
or4b_1	1
and2_1	2
and4_2	1
buf_2	2
buf_4	10
nor2_2	2
xnor2_1	10
edfxtp_1	9
conb_1	1
nor3_1	3
dfxtp_1	19
xor2_1	7
==> final cells by class <==
cell class | count | area [µm²]
clock buffer | 3 | 41.3
fill | 807 | 6130
inverter | 6 | 22.5
tap | 102 | 128
clock inverter | 1 | 30.0
multi-input combinational | 86 | 563
timing repair buffer | 9 | 85.1
sequential | 28 | 651
==> metal layers <==
layer / global-route usage / share of wire / wire length, µm
met5: 0 / 0 / 0
met2: 0.0530 / 0.43 / 861
met4: 0.0115 / 0.035 / 70
met3: 0.00361 / 0.010 / 21
met1: 0.0502 / 0.53 / 1060
==> logic make-up (layout without fill, tap and decap cells) <==
| family | count (synthesis) | in the layout | synth area share |
|---|---|---|---|
| simple gates | 52 | 52 | 0.241 |
| flops | 28 | 28 | 0.505 |
| buf+inv | 18 | 19 | 0.0836 |
| xor+xnor | 17 | 17 | 0.116 |
| compound gates | 4 | 4 | 0.0224 |
| fa+ha+maj | 3 | 3 | 0.0292 |
| other cells | 1 | 10 | 0.00291 |
Power figures rest on the tool's default switching activity, not on a simulated workload.
